===== config.mk =====
export PLATFORM = sky130hd
export DESIGN_NAME = conv
export DESIGN_NICKNAME = conv
export VERILOG_FILES = /design/flow/design.v
export SDC_FILE = /design/flow/constraint.sdc
export NUM_CORES = 4
export LEC_CHECK = 1
export CORE_AREA = 10 10 70 70
export DIE_AREA = 0 0 80 80

===== design.v =====
module a (input JM1222HM_in1, input JM1222HM_in2, input JM1222HM_in3, input JM1222HM_in4, output JM1222HM_out1);
wire  JM1222HM_1,  JM1222HM_2,  JM1222HM_3, JM1222HM_4, JM1222HM_5,  JM1222HM_6;  
wire JM1222HM_11;  
and and1 ( JM1222HM_1,  ~JM1222HM_in2,  ~JM1222HM_in4);
and and2 ( JM1222HM_2,  JM1222HM_in2,  JM1222HM_in3);
and and3 ( JM1222HM_3, ~JM1222HM_in1,  JM1222HM_in2, JM1222HM_in4);
and and4 ( JM1222HM_4, JM1222HM_in1,  ~JM1222HM_in2, ~JM1222HM_in3);
and and5 ( JM1222HM_5,  JM1222HM_in1,  ~JM1222HM_in4);
and and6 ( JM1222HM_6,  ~JM1222HM_in1,  JM1222HM_in3);
or or1 (JM1222HM_11, JM1222HM_1,  JM1222HM_2,  JM1222HM_3, JM1222HM_4, JM1222HM_5,  JM1222HM_6);
not not1 (JM1222HM_out1, JM1222HM_11);
endmodule
module b (input JM1222HM_in1, input JM1222HM_in2, input JM1222HM_in3, input JM1222HM_in4, output JM1222HM_out2);
wire  JM1222HM_1,  JM1222HM_2,  JM1222HM_3, JM1222HM_4, JM1222HM_5;  
wire JM1222HM_11;  
and and1 ( JM1222HM_1,  ~JM1222HM_in2,  ~JM1222HM_in4);
and and2 ( JM1222HM_2,  ~JM1222HM_in1,  ~JM1222HM_in2);
and and3 ( JM1222HM_3, JM1222HM_in1,  ~JM1222HM_in3, JM1222HM_in4);
and and4 ( JM1222HM_4, ~JM1222HM_in1,  JM1222HM_in3, JM1222HM_in4);
and and5 ( JM1222HM_5,  ~JM1222HM_in1,  ~JM1222HM_in3, ~JM1222HM_in4);
or or1 (JM1222HM_11, JM1222HM_1,  JM1222HM_2,  JM1222HM_3, JM1222HM_4, JM1222HM_5);
not not1 (JM1222HM_out2, JM1222HM_11);
endmodule
module c (input JM1222HM_in1, input JM1222HM_in2, input JM1222HM_in3, input JM1222HM_in4, output JM1222HM_out3);
wire  JM1222HM_1,  JM1222HM_2,  JM1222HM_3, JM1222HM_4, JM1222HM_5;  
wire JM1222HM_11;  
and and1 ( JM1222HM_1,  JM1222HM_in1,  ~JM1222HM_in2);
and and2 ( JM1222HM_2, ~JM1222HM_in3,  JM1222HM_in4);
and and3 ( JM1222HM_3, ~JM1222HM_in1,  JM1222HM_in2);
and and4 ( JM1222HM_4, ~JM1222HM_in1, ~JM1222HM_in3);
and and5 ( JM1222HM_5, ~JM1222HM_in1,  JM1222HM_in4);
or or1 (JM1222HM_11, JM1222HM_1,  JM1222HM_2,  JM1222HM_3, JM1222HM_4, JM1222HM_5);
not not1 (JM1222HM_out3, JM1222HM_11);
endmodule
module conv (input JM1222HM_in1, input JM1222HM_in2, input JM1222HM_in3, input JM1222HM_in4, output JM1222HM_out1, 
output JM1222HM_out2, output JM1222HM_out3, output JM1222HM_out4, output JM1222HM_out5, output JM1222HM_out6, output JM1222HM_out7);
a a1(JM1222HM_in1, JM1222HM_in2, JM1222HM_in3, JM1222HM_in4,JM1222HM_out1);
b b1(JM1222HM_in1, JM1222HM_in2, JM1222HM_in3, JM1222HM_in4,JM1222HM_out2);
c c1(JM1222HM_in1, JM1222HM_in2, JM1222HM_in3, JM1222HM_in4,JM1222HM_out3);
d d1(JM1222HM_in1, JM1222HM_in2, JM1222HM_in3, JM1222HM_in4,JM1222HM_out4);
e e1(JM1222HM_in1, JM1222HM_in2, JM1222HM_in3, JM1222HM_in4,JM1222HM_out5);
f f1(JM1222HM_in1, JM1222HM_in2, JM1222HM_in3, JM1222HM_in4,JM1222HM_out6);
g g1(JM1222HM_in1, JM1222HM_in2, JM1222HM_in3, JM1222HM_in4,JM1222HM_out7);
endmodule
module d (input JM1222HM_in1, input JM1222HM_in2, input JM1222HM_in3, input JM1222HM_in4, output JM1222HM_out4);
wire  JM1222HM_1,  JM1222HM_2,  JM1222HM_3, JM1222HM_4, JM1222HM_5;  
wire JM1222HM_11;  
and and1 ( JM1222HM_1,  JM1222HM_in1,  ~JM1222HM_in3);
and and2 ( JM1222HM_2, ~JM1222HM_in1, ~JM1222HM_in2, ~JM1222HM_in4);
and and3 ( JM1222HM_3,  JM1222HM_in2,  ~JM1222HM_in3, JM1222HM_in4);
and and4 ( JM1222HM_4,  JM1222HM_in2,    JM1222HM_in3, ~JM1222HM_in4);
and and5 ( JM1222HM_5, ~JM1222HM_in2,  JM1222HM_in3, JM1222HM_in4);
or or1 (JM1222HM_11, JM1222HM_1,  JM1222HM_2,  JM1222HM_3, JM1222HM_4, JM1222HM_5);
not not1 (JM1222HM_out4, JM1222HM_11);
endmodule
module e (input JM1222HM_in1, input JM1222HM_in2, input JM1222HM_in3, input JM1222HM_in4, output JM1222HM_out5);
wire  JM1222HM_1,  JM1222HM_2,  JM1222HM_3, JM1222HM_4;  
wire JM1222HM_11;  
and and1 ( JM1222HM_1, ~JM1222HM_in2,  ~JM1222HM_in4);
and and2 ( JM1222HM_2,   JM1222HM_in1,    JM1222HM_in3);
and and3 ( JM1222HM_3,   JM1222HM_in1,    JM1222HM_in2);
and and4 ( JM1222HM_4,   JM1222HM_in3,  ~JM1222HM_in4);
or or1 (JM1222HM_11, JM1222HM_1,  JM1222HM_2,  JM1222HM_3, JM1222HM_4);
not not1 (JM1222HM_out5, JM1222HM_11);
endmodule
module f (input JM1222HM_in1, input JM1222HM_in2, input JM1222HM_in3, input JM1222HM_in4, output JM1222HM_out6);
wire  JM1222HM_1,  JM1222HM_2,  JM1222HM_3, JM1222HM_4, JM1222HM_5;  
wire JM1222HM_11;  
and and1 ( JM1222HM_1,  ~JM1222HM_in3,  ~JM1222HM_in4);
and and2 ( JM1222HM_2,    JM1222HM_in1,  ~JM1222HM_in2);
and and3 ( JM1222HM_3,    JM1222HM_in2,  ~JM1222HM_in4);
and and4 ( JM1222HM_4,    JM1222HM_in1,    JM1222HM_in3);
and and5 ( JM1222HM_5,  ~JM1222HM_in1,    JM1222HM_in2, ~JM1222HM_in3);
or or1 (JM1222HM_11, JM1222HM_1,  JM1222HM_2,  JM1222HM_3, JM1222HM_4, JM1222HM_5);
not not1 (JM1222HM_out6, JM1222HM_11);
endmodule
module g (input JM1222HM_in1, input JM1222HM_in2, input JM1222HM_in3, input JM1222HM_in4, output JM1222HM_out7);
wire  JM1222HM_1,  JM1222HM_2,  JM1222HM_3, JM1222HM_4, JM1222HM_5;  
wire JM1222HM_11;  
and and1 ( JM1222HM_1,    JM1222HM_in1,  ~JM1222HM_in2);
and and2 ( JM1222HM_2,  ~JM1222HM_in2,    JM1222HM_in3);
and and3 ( JM1222HM_3,    JM1222HM_in1,    JM1222HM_in3);
and and4 ( JM1222HM_4,    JM1222HM_in2,  ~JM1222HM_in3,   JM1222HM_in4);
and and5 ( JM1222HM_5,  ~JM1222HM_in1,    JM1222HM_in2, ~JM1222HM_in4);
or or1 (JM1222HM_11, JM1222HM_1,  JM1222HM_2,  JM1222HM_3, JM1222HM_4, JM1222HM_5);
not not1 (JM1222HM_out7, JM1222HM_11);
endmodule

===== constraint.sdc =====
current_design conv

set clk_period 1.0
set clk_io_pct 0.2

create_clock -name clk0 -period $clk_period

set non_clock_inputs [all_inputs -no_clocks]
set_input_delay [expr $clk_period * $clk_io_pct] -clock clk0 $non_clock_inputs
set_output_delay [expr $clk_period * $clk_io_pct] -clock clk0 [all_outputs]

===== run.sh =====
#!/bin/bash
# OpenROAD 26Q1-2900-gdf79404cd8, Yosys 0.63+post, stock flow scripts
make -C /OpenROAD-flow-scripts/flow DESIGN_CONFIG=/design/flow/config.mk WORK_HOME=/design/flow/orfs finish

==> results_dict.tcl <==
# place-and-route summary
set metrics [dict create \
    status "finished, violations left" \
    violations "negative setup slack" \
    hold_path_startpoint "JM1222HM_in3" \
    end_kind "primary output" \
    wl_um 806 \
    holdBufCountCts 0 \
    leakagePower_nw 0.193 \
    antenna_cells_inserted 0 \
    drc 0 \
    required_ns 0.80 \
    hpwl_um 595 \
    p_int_uw 108 \
    dr.pass1.iters 1 \
    synth_area_um2 195 \
    vias_per_cell 2.95 \
    seqPwrFrac_pct 0 \
    final-comb-area_um2 203 \
    synth.largest_area_cell "nand2_1" \
    hp-class "input pin to primary output" \
    vias 271 \
    vdd.ir_drop.worst_mv 0.0969 \
    yosys_area_um2 195 \
    area_leaders "nand2_1 9.6%, buf_4 7.7%, mux2_4 7.7%" \
    arrival_ns 0.91 \
    seq_area_frac_synth_pct 0 \
    netSwitchingFraction_pct 37.4 \
    combinationalPowerShare_pct 100.0 \
    ys_cells 31 \
    whs_path_depth 4 \
    worstSetupStartpointType "input pin" \
    flop-count 0 \
    grt_usage_pct 2.15 \
    grt_pass1_wl_mm 1.14 \
    yosysWarnings 0 \
    final_cells 92 \
    fin_util_pct 13.1 \
    nClkBuffers 0 \
    rsz0062_at_grt "true" \
    top_area_share_pct 9.62 \
    grt_max_degree 11 \
    setup_slack_ns -0.109 \
    ys_types 19 \
    wl_per_cell_um 8.76 \
    synth_area_per_cell_um2 6.30 \
    fin_crit_ns 1.11 \
    aoi_share_pct 28.8 \
    synth.logic.top_family "simple AND/OR/NAND/NOR gates" \
    cellPowerDensity_nw_per_um2 386 \
    p_switching_uw 64.7 \
    fillers 393 \
    drt.antenna.violating_nets 0 \
    p_clk_share_pct 0 \
    gp_congestion 0.690 \
    io_pins 11 \
    warnings 34 \
    chipArea_um2 6400 \
    path_class "input pin to primary output" \
    layout-drive-gt1-share_pct 63.0 \
    die_w_um 80 \
    fmax_mhz 902 \
    core-area_um2 3420 \
    antenna_found_initial 0 \
    core.rowCount 21 \
    ys_sh_xor_pct 4.49 \
    grt_overflow 0 \
    setup_viol 7 \
    first_iter_violations 0 \
    yosys.area_share.adder_pct 0 \
    slew_headroom_pct 84.6 \
    layout-area-overhead-vs-synth_pct 129 \
    regArea_um2 0 \
    fp_util_pct 5.71 \
    portBuffers 11 \
    maxCapViolCount 0 \
    dpl.cell_count 88 \
    simple_gate_area_share_pct 40.4 \
    die_h_um 80 \
    tightest_slew_ns 0.227 \
    hold_end "JM1222HM_out4" \
    grt_pass1_vias 232 \
    finalHoldViolCount 0 \
    fin_crit_sh_pct 111 \
    synthMuxAreaShare_pct 13.5 \
    maxSlewViolCount 0 \
    synthCells 31 \
    crit_fanout 6 \
]
-- how the worst max path moves through the flow --
stage	start	endpoint	slack, ns	cells after the start
final	JM1222HM_in2	JM1222HM_out1	-0.11	5
after global routing	JM1222HM_in2	JM1222HM_out1	-0.14	5
after CTS	JM1222HM_in4	JM1222HM_out2	-0.11	4
-- worst max-delay path, stage by stage --
cell,delay [ns]
buf_12,0.11
and2b_2,0.21
o211ai_1,0.18
nand2_1,0.08
buf_2,0.12
-- power by group through the flow --
stage,Combinational (mW),Sequential (mW),Clock (mW)
6_report,0.173,0,0
5_1_grt,0.190,0,0
4_1_cts,0.149,0,0
-- synth_stat cells, drive strengths merged (2+ instances only) --
| cell type | n |
|---|---|
| nor2b | 2 |
| o21ai | 2 |
| buf | 4 |
| nand2 | 5 |
| nor2 | 4 |
| mux2 | 2 |
| nand3 | 2 |
| nand2b | 2 |
-- cell usage in the layout (no fill, tap or decap), drive strengths merged --
cell type,instances
nand3,2
nand2,5
o21ai,2
a21oi,1
buf,18
a22o,1
nor2,4
nor2b,2
nand2b,2
o211ai,1
a32o,1
and2b,1
clkbuf,1
mux2,2
o311ai,1
xor2,1
o22ai,1
-- cell type report --
cell class                 count  share of cell area, %
timing repair buffer          19                   41.9
tap                           46                   12.8
multi-input combinational     27                   45.3
-- logic make-up after synthesis --
family / count (synthesis)
xor gates and xnor gates: 1
and+or+nand+nor: 16
muxes: 2
AOI/OAI and AO/OA: 8
buffers and inverters: 4
-- metrics by stage --
| stage | total power, mW | setup WS (ns) | area (um^2) | setup TNS [ns] | hold WS, ns |
|---|---|---|---|---|---|
| 2_1_floorplan | 0.0662 | 0.00297 | 195 | 0 | 0.512 |
| 3_3_place_gp | 0.147 | -1.01 | 368 | -6.89 | 1.46 |
| 3_5_place_dp | 0.148 | -1.04 | 368 | -6.97 | 1.47 |
| 4_1_cts | 0.149 | -0.110 | 383 | -0.424 | 0.738 |
| 5_1_grt | 0.190 | -0.140 | 448 | -0.739 | 0.769 |
| 6_report | 0.173 | -0.109 | 448 | -0.438 | 0.750 |
-- metal layers --
layer | vias up | part of all wire, % | track usage [%]
li1 | 137 | - | -
met1 | 127 | 48 | 2.90
met2 | 7 | 46 | 3.61
met3 | 0 | 6.3 | 0.455
met4 | 0 | 0 | 0
met5 | - | 0 | 0
-- timing repair --
| item | 4_1_cts | 5_1_grt |
|---|---|---|
| pin swaps | 7 | 7 |
| endpoints found under the hold margin | 0 | 0 |
| gates resized | 61 | 7 |
| setup buffers | 1 | 2 |
| setup endpoints to repair | 7 | 7 |
| gates cloned | 0 | 1 |
No activity file was given, so power comes from the tool's default toggle rates.
